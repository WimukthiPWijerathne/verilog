==> ./design.v <==
module complthree
(
    input wire [3:0] a,
    input wire [3:0] b,
    output reg a_eq_b,
    output reg a_ls_b,
    output reg a_gt_b
);
    always @(*) begin
        if(a==b)begin
            a_eq_b=1'b1;
            a_ls_b=1'b0;    
            a_gt_b=1'b0;
        end
        else if(a>b)begin
            a_eq_b=1'b0;
            a_ls_b=1'b0;    
            a_gt_b=1'b1;
        end
        else begin
            a_eq_b=1'b0;
            a_ls_b=1'b1;    
            a_gt_b=1'b0;
        end        
    end
endmodule
==> ./run.sh <==
#!/bin/bash
# OpenROAD 26Q1-2900-gdf79404cd8, Yosys 0.63+post, stock flow scripts
make -C /OpenROAD-flow-scripts/flow DESIGN_CONFIG=/design/flow/config.mk WORK_HOME=/design/flow/orfs finish
==> ./config.mk <==
export PLATFORM = sky130hd
export DESIGN_NAME = complthree
export DESIGN_NICKNAME = complthree
export VERILOG_FILES = /design/flow/design.v
export SDC_FILE = /design/flow/constraint.sdc
export NUM_CORES = 4
export LEC_CHECK = 1
export CORE_AREA = 10 10 70 70
export DIE_AREA = 0 0 80 80
==> ./constraint.sdc <==
current_design complthree

set clk_period 2.1
set clk_io_pct 0.2

create_clock -name clk0 -period $clk_period

set non_clock_inputs [all_inputs -no_clocks]
set_input_delay [expr $clk_period * $clk_io_pct] -clock clk0 $non_clock_inputs
set_output_delay [expr $clk_period * $clk_io_pct] -clock clk0 [all_outputs]
==> run summary <==
Run status: completed
Leak: 0.1366 nW
Port buffer count: 11
Adder-Cell Fraction of Synth Area: 0.4598
Core Box Area: 0.003416 mm^2
Post-Place Cells: 74
Crit-path cells: clkdlybuf4s50_1, inv_2, ha_4, nand2_2, nor2_4, buf_4, nor2b_1, buf_2
First-pass GRT wire length: 593 um
Count of hold-fix buffers inserted at cts: 0
Top cells, area: ha_1 (46%), inv_1 (17%), a21oi_2 (8.0%), nand2_1 (6.9%), nor2_1 (6.9%)
Drt initial violations: 0
Fp_density: 0.03187
Share of cells above drive strength 1: 0.5172
Hold Path End: a_ls_b
Cell row count: 21
Aggregate global-route resource usage: 0.01062
Fin. max-slew vios: 0
Minimum clock period after layout: 2.016 ns
Syn Area/Cell: 6.403 um^2
Actual transition at the worst max-transition pin: 0.1152 ns
Most instantiated logic cell after routing: dlygate4sd2_1
Fmax: 0.4961 GHz
Synthesis area per yosys: 108.9 um^2
Cells after synthesis: 17
Stage-log warning count: 32
Startpoint types: input pin
RSZ-0062 raised after global routing: false
Fin cells: 75
Largest net degree at the start of global routing: 3
CP Class: in -> out
HPWL after detailed placement: 352.8 um
Cells on Worst Hold Path: 7
Global Route met2 Usage: 0.01605
Area leader share: 0.4598
Dominant comb cell: adder cells
Arrival @ worst endpoint: 1.60 ns
Synth Cell Area: 108.9 um^2
Final Hold Vio Count: 0
Yosys warnings: 1
Ports: 11
P&R area growth vs syn: 201.2%
Fin crit share: 0.9599
Router iterations before antenna repair: 1
Flop area: 0 um^2
Drt drc: 0
Vias in the first global route: 142
Hold Path Class: in -> out
Max-Slew Margin vs Limit: 0.9229
CP max FO: 2
TNS Setup: 0 ns
Routing usage on met3: 0.005682
Simple Share, Synth: 0.1954
Crit-path slowest cell: clkdlybuf4s50_1
Die height: 80 um
WL/cell: 5.387 um
Die area: 0.006400 mm^2
CLK BUF: 0
Cell count listed in synth_stat.txt: 17
Setup-failing EPs final: 0
Final ANT Viol Nets: 0
Synth cell types: 8
Final WL: 404 um
Worst Path Buf+Inv: 4
Vias: 142
Crit end category: output port
Crit path largest cell delay: 0.47 ns
ANT cells: 0
Most Crowded Layer GR: met2
Multiplexer share: 0
Sequential area share after synthesis: 0
Initial antenna violation count: 0
Most frequent cells in the layout: dlygate4sd2_1 (5), inv_2 (3), ha_4 (3), clkdlybuf4s50_1 (3)
VDD IR max: 14.30 uV
Xor/xnor share: 0
Gpl congestion: 0.7652
Grt total ovfl: 0
Pwr/cell area: 174.3 mW/mm^2
Top cell type by total area after synthesis: ha_1
Chip Width: 80 um
Hold path start: b[2]
Max_cap viols: 0
Req. time, crit path: 1.68 ns
Vias per cell: 1.893
Ao+oa area frac: 0.1724
Crit-path leading delay family: buffers and inverters
Met1 usage: 0.01384
Flop count: 0
## tightest hold or removal path: stages
cell	delay, ns
dlymetal6s2s_1	0.12
inv_1	0.06
ha_1	0.15
a21oi_2	0.06
o21ai_2	0.05
nor2_1	0.04
buf_2	0.10
## logic make-up (layout without fill, tap and decap cells)
kind of cell	Yosys count	count (layout)
adders and majority gates	4	4
and+or+nand+nor	5	5
buffers and inverters	5	17
AOI/OAI and AO/OA	3	3
## cell type report
class / count / area [um^2]
multi-input cells: 12 / 147.6
repair buffers: 12 / 103.9
fillers: 402 / 3088
well taps: 46 / 57.56
inverters: 5 / 18.77
## repair_timing
item,4_1_cts,5_1_grt
resized,23,1
endpoints found under the hold margin,0,0
setup buffers,1,0
pin swaps,9,2
setup endpoints to repair,3,2
cloned,0,0
## per-stage QoR
stage | power, mW | utilization | worst slack (ns) | cell area [um^2] | hold slack [ns]
final | 0.05715 | 0.09597 | 0.08411 | 327.8 | 1.423
after global routing | 0.06373 | 0.09597 | 0.009296 | 327.8 | 1.470
after CTS | 0.05832 | 0.09524 | 0.01766 | 325.3 | 1.442
after detailed placement | 0.04769 | 0.08095 | -0.3714 | 276.5 | 2.004
after global placement | 0.04695 | 0.08095 | -0.3200 | 276.5 | 1.974
after floorplan | 0.01673 | - | 0.6540 | 108.9 | 1.076
## routing by layer
metal  up-vias  wire, um
met1        57       172
li1         77         -
met5         -         0
met2         8       152
met3         0        80
met4         0         0
## power by group
group | switching [mW] | internal (mW)
Clock | 0 | 0
Combinational | 0.0234 | 0.0337
Sequential | 0 | 0
## Yosys cell counts
| cell | count |
|---|---|
| nor2_1 | 2 |
| a21oi_2 | 1 |
| nor2b_1 | 1 |
| o21ai_1 | 1 |
| a21oi_1 | 1 |
| inv_1 | 5 |
| nand2_1 | 2 |
| ha_1 | 4 |
## how the worst max path moves through the flow
stage,from,endpoint,slack [ns],cells after the start
final,a[0],a_gt_b,0.08,8
after global routing,a[2],a_gt_b,0.009,7
after CTS,b[2],a_gt_b,0.02,8
Power is estimated from default activity; no workload was simulated.
