### ./config.mk
export PLATFORM = sky130hd
export DESIGN_NAME = siso_reg
export DESIGN_NICKNAME = siso_reg
export VERILOG_FILES = /design/flow/design.v
export SDC_FILE = /design/flow/constraint.sdc
export NUM_CORES = 4
export LEC_CHECK = 1
export CORE_AREA = 10 10 70 70
export DIE_AREA = 0 0 80 80
### ./constraint.sdc
current_design siso_reg

set clk_period 1.0
set clk_io_pct 0.2

create_clock -name clk0 -period $clk_period [get_ports {clk}]

set non_clock_inputs [all_inputs -no_clocks]
set_input_delay [expr $clk_period * $clk_io_pct] -clock clk0 $non_clock_inputs
set_output_delay [expr $clk_period * $clk_io_pct] -clock clk0 [all_outputs]
### ./design.v
module siso_reg #(parameter N=8)(
    input clk,
    input reset,
    input data_in,
    output reg data_out
);
reg [N-1:0] shift_reg;
always @(posedge clk or posedge reset) begin
  if(reset)begin
    shift_reg <= {N{1'b0}};  
  end
  else begin
    shift_reg <= {shift_reg[N-2:0], data_in};  
    data_out <= shift_reg[N-1];  
  end
end
endmodule
### ./run.sh
#!/bin/bash
# OpenROAD 26Q1-2900-gdf79404cd8, Yosys 0.63+post, stock flow scripts
make -C /OpenROAD-flow-scripts/flow DESIGN_CONFIG=/design/flow/config.mk WORK_HOME=/design/flow/orfs finish
==> run_results.csv <==
group,metric,value,unit
outcome,outcome,"completed",
route,first_iter_violations,19,
synthesis,ys_top_cells_by_area,"sky130_fd_sc_hd__dfrtp_1 (86%), sky130_fd_sc_hd__edfxtp_1 (13%), sky130_fd_sc_hd__inv_1 (1.6%)",
clock_tree,cts_made_buffers,3,
finish,largest_register_ffs,8,
route,antenna_violating_nets_post_route,0,
critical_path,worst-endpoint-required,0.80,ns
synthesis,syn_area,234.0,µm²
clock_tree,cts.root.buffer_cell,"sky130_fd_sc_hd__clkbuf_4",
finish,final_layout_top_logic_cell,"sky130_fd_sc_hd__dfrtp_1",
global_routing,grt_pass1_wl,586,µm
floorplanning,placeableCoreArea,0.003416,mm²
timing,timing.final.setup_violations,0,
critical_path,crit_buf_inv,1,
timing,final.min_clock_period,0.9241,ns
route,route.met2.wl,106,µm
clock_tree,worst_setup_hold_path_clk_slew,0.06,ns
route,routed_wire_length_per_instance,5.063,µm
finish,post_route_cells_drive_above_1_share,27.78,%
clock_tree,h-tree-depth,1,
global_routing,grt-ovfl-total,0,
finish,area.combinational,0,µm²
route,vias,108,
timing,max_freq,1082,MHz
synthesis,synthesized_area_per_cell,23.40,µm²
place,routabilityCongestion,0.6928,
critical_path,critPathTopFamily,"flip-flops",
critical_path,timing.critical_path.slowest_stage_cell,"sky130_fd_sc_hd__edfxtp_1",
synthesis,cell_type_with_the_highest_aggregate_area_in_the_netlist,"sky130_fd_sc_hd__dfrtp_1",
pwr,power_leakage,0.1399,nW
floorplanning,die.size.y,80,µm
clock_tree,clk_sinks,9,
pwr,report.power.total,0.0006863,W
timing,worst_slew_margin,93.29,%
synthesis,yosysUniqueCellTypes,3,
floorplanning,die-width,80,µm
clock_tree,cts_tree,"yes",
critical_path,arrival,0.72,ns
global_routing,grt_max_degree,9,
global_routing,grt_antenna_before_repair,0,
pwr,power.internal,0.0005538,W
job,drv_cap,0,
critical_path,timing_worst_setup_path_type,"reg -> out",
pwr,power_switching_share,19.31,%
pwr,clock_share_of_power,39.7,%
timing,rsz0062_at_grt,"no",
route,drt_first_pass_iters,4,
critical_path,cp_max_fo,1,
critical_path,crit_chain,"buf_2",
synthesis,synth_largest_type_area_fraction,85.56,%
pwr,pwr-share-comb,2.8,%
critical_path,cp-start-kind,"flip-flop",
finish,most-common-layout-cells,"sky130_fd_sc_hd__dfrtp_1 (8), sky130_fd_sc_hd__clkbuf_4 (3), sky130_fd_sc_hd__clkdlybuf4s50_1 (2)",
pwr,power.share.sequential,57.4,%
clock_tree,source_to_sink_clock_delay_at_the_later_pin_of_the_worst_skew_pair,0.26,ns
clock_tree,hold_buffers,0,
floorplanning,fp_util,6.850,%
timing,setup_total_negative_slack,0,ns
timing,final.period_utilization,92.41,%
route,dr_wl_met3,68,µm
floorplanning,num_rows,21,
route,drt-total-wl,324,µm
job,tool_warnings,25,
pwr,peakVddDrop,0.0003825,V
finish,nMultiInputCombCells,0,
place,count_of_input_and_output_buffers,3,
synthesis,ys.warnings.count,1,
timing,slew_violations,0,
route,drt-met1-wl,149,µm
synthesis,ys_area,234.0,µm²
min_path,worstHoldPathType,"in -> async",
timing,worst_clock_skew_on_the_final_layout,0.006346,ns
clock_tree,clock_tree.buffer_depth,2,
critical_path,critical_path.endpoint_type,"output port",
critical_path,cpPeakStageDelay,0.35,ns
global_routing,groute.usage.overall,1.260,%
global_routing,via_count_of_the_first_global_routing_pass,115,
synthesis,yosys_cells,10,
timing,tightest_slew,0.1007,ns
pwr,power.density_cell_area,1959,mW/mm²
route,top_routing_layer_in_use,"met3",
pwr,net_load_switching_power,0.0001325,W
synthesis,synthCells,10,
floorplanning,dieArea,0.006400,mm²
synthesis,yosys.stat.seqShare,98.40,%
timing,final_hold_viol_count,0,
synthesis,ys_ff,9,
route,diodes_inserted,0,
finish,areaGrowthSynthToFinish,49.73,%
route,avgViaCountPerCell,1.688,
floorplanning,top_level_ports,4,
route,remaining_drc_errors,0,
## timing repair
item / in CTS / in global routing
endpoints found under the setup margin: 1 / 0
gates resized: 3 / 0
setup buffers: 0 / 0
## synthesized netlist by cell type, drive strengths merged
library cell,number
dfrtp,8
edfxtp,1
inv,1
## final cells by class
class	count	area, µm²
inverter	1	3.754
tap	46	57.56
clock buffer	4	26.28
sequential	9	230.2
fill	404	3065
timing repair buffer	4	32.53
## power groups by stage
stage         clock network, W  registers (W)  logic [W]
CTS                   0.000286       0.000394  0.0000205
global route          0.000319       0.000396  0.0000226
finish                0.000273       0.000394  0.0000195
## metrics by stage
stage               std cells  area (µm²)  hold slack, ns  util [%]  setup WS (ns)
finish                     64       350.3          0.2433     10.26        0.07588
global route               64       350.3          0.2548     10.26        0.03755
CTS                        64       350.3          0.2426     10.26        0.05869
detailed placement         60       329.1          0.3355     9.634        0.02768
global placement           60       329.1          0.3382     9.634        0.03276
floorplan                  10       234.0         0.02716         -         0.2698
## logic make-up (layout without fill, tap and decap cells)
kind of cell,Yosys count,after routing,synth area share (%)
buf+inv,1,9,1.603
flops,9,9,98.40
## tightest hold or removal path, delay by kind of cell
| family | cells | cell delay, ns |
|---|---|---|
| buf+inv | 3 | 0.64 |
## final timing paths
| path | endpoint | cells after the start | slack (ns) | start |
|---|---|---|---|---|
| setup / recovery | data_out | 1 | 0.08 | data_out |
| hold / removal | shift_reg[6] | 3 | 0.24 | reset |
| setup reg to reg | data_out | 0 | 0.40 | shift_reg[7] |
| hold reg to reg | shift_reg[6] | 0 | 0.35 | shift_reg[5] |
| max in group asynchronous | shift_reg[0] | 3 | 0.63 | reset |
| min in group clk0 | shift_reg[6] | 0 | 0.35 | shift_reg[5] |
## metal layers
metal,vias to the layer above,GRT usage [%]
met4,0,0.1761
met3,0,1.705
met5,-,0
met1,52,1.700
li1,47,-
met2,9,1.043
Power is estimated from default activity; no workload was simulated.
