[flow/constraint.sdc]
current_design pipo_reg

set clk_period 1.0
set clk_io_pct 0.2

create_clock -name clk0 -period $clk_period [get_ports {clk}]

set non_clock_inputs [all_inputs -no_clocks]
set_input_delay [expr $clk_period * $clk_io_pct] -clock clk0 $non_clock_inputs
set_output_delay [expr $clk_period * $clk_io_pct] -clock clk0 [all_outputs]
[flow/run.sh]
#!/bin/bash
# OpenROAD 26Q1-2900-gdf79404cd8, Yosys 0.63+post, stock flow scripts
make -C /OpenROAD-flow-scripts/flow DESIGN_CONFIG=/design/flow/config.mk WORK_HOME=/design/flow/orfs finish
[flow/design.v]
module pipo_reg #(parameter WIDTH = 8)(
    input wire clk,
    input wire reset,
    input wire load,
    input wire [WIDTH-1:0] data_in,
    output reg [WIDTH-1:0] data_out
);
always @(posedge clk or posedge reset) begin
    if(reset)begin
        data_out <= {WIDTH{1'b0}};  
    end
    else if(load) begin
        data_out <= data_in;
    end
end
endmodule
[flow/config.mk]
export PLATFORM = sky130hd
export DESIGN_NAME = pipo_reg
export DESIGN_NICKNAME = pipo_reg
export VERILOG_FILES = /design/flow/design.v
export SDC_FILE = /design/flow/constraint.sdc
export NUM_CORES = 4
export LEC_CHECK = 1
export CORE_AREA = 10 10 70 70
export DIE_AREA = 0 0 80 80
==> Changelog: implementation <==
## Flow update

* Leak at 0.275 nW
* Post-DR wirelength/cell at 9.95 um
* Yosys Instances at 18
* Clock-pin slew on the worst setup and hold paths at about 0.05 ns
* Synthesis-stage register bit count at 8
* Peak Freq at 1060 MHz
* Clk buf depth at 2
* Critical Path Slowest Stage Cell: dfrtp_1
* Die Ht at 80 um
* Area leader share at 59.7%
* WHS at about 0.2 ns
* Final setup fails at 0
* Number of vias in the routed layout at around 220
* Count of input and output buffers at 18
* Compound Share, Synth at 0%
* Tot Pwr at 0.000766 W
* Net load switching power at 0.000151 W
* Yosys top cell by area: dfrtp_1
* Unique cell types at 4
* Top cell excl fill/tap: clkdlybuf4s50_1
* Synth Seq Share at 59.7%
* Critical path class: reg -> out
* Core area at between 3000 and 4000 um2
* Largest net degree at the start of global routing at 9
* Crit path largest cell delay at roughly 0.38 ns
* Switching Share at 19.7%
* Yosys adder share at 0%
* Max-cap violation count at 0
* Simple-Gate Area Share at 0%
* Top reg by flops: data_out
* Pwr Density at 1310 nW/um2
* Post-synthesis chip area from yosys at between 300 and 400 um2
* CTS Root Cell: clkbuf_4
* Worst Path Arrival at 0.75 ns
* Vias in the first global route at 272
* Top cells, area: dfrtp_1 60%, mux2_4 36%, buf_6 3.4%
* Max reg flops at 8
* XOR/XNOR share of the synthesized area at 0%
* First-pass GRT wire length at 1410 um
* Hold crit path type: in -> async
* Final instance area at 586 um2
* 1st-pass router iterations at 2
* MUX share of area at 35.8%
* Worst setup SP type: register
* H-tree levels at 1
* Syn Inst Count at 18
* CP endpoint kind: primary output
* Relative max-transition margin at 80.2%
* Count of clock tree sinks at 8
* Top Layout Cells: 9 x clkdlybuf4s50_1, 8 x mux2_4, 8 x dfrtp_1
* Floorplan utilization at 9.82%
* Vias per inst at 2.52
* Placed cell areas at 597 um2
* Initial DRC count at 13
* Final hold viol count at 0
* Regs by FF count: data_out (8)
* Outcome: completed
* Share of cells above drive strength 1 at 54.8%
* Hold-fix buffers, CTS at 0
* Row count at 21
* DIE AREA at 6400 um2
* Die width at ~80 um
* WL final at 876 um
* Worst Tran Pin Value at between 0.2 and 0.3 ns
* Comb power frac at around a fifth
* Syn_area_per_cell at 18.6 um2
* Pint at around 0.00062 W
* Worst IR Drop VDD at 0.000264 V
* Min Tclk post-route at 0.945 ns
* Clock skew at 0 ns
* Tool warnings at 25
* CP delay by family, top: flip-flops
* Initial antenna violation count at 0
* Setup_tns at 0 ns
* CTS tree: yes
* Data required time of the worst path at approximately 0.8 ns
* Pins Over Slew Limit at 0
* Yosys warning total at 1
* Clock network fraction of total power at 30.4%
* GP Congestion at 0.708
* Comb area leader: multiplexers
* Num CTS Buffers at 3
* WP buf/inv at 1
* DRC errors left at 0
* Crit Path Max Fanout at 2
* RSZ-0062 raised after global routing: false
* Antenna cell count at 0
* Grt total ovfl at 0
* CP Cell Sequence: buf_2
* Mapped cell area at about 340 um2
* Area Overhead vs Synth at 74.6%
* Sequential share of power at 48.8%
* Global-route usage over all layers at 2.80%
* Latency at later pin at 0.24 ns
* Crit share post-route at 94.5%
* ANT nets after route at 0
* # IOs at 19
## worst register-to-register path, stage by stage, from the launching register on
cell	delay, ns
dfrtp_1	0.38
buf_4	0.13
mux2_4	0.25
## final timing paths
check | cells past startpoint | slack (ns) | endpoint | from
setup / recovery | 1 | 0.05 | data_out[3] | data_out[3]
hold / removal | 2 | 0.20 | data_out[0] | reset
setup reg to reg | 2 | 0.12 | data_out[0] | data_out[0]
hold reg to reg | 1 | 0.51 | data_out[4] | data_out[4]
max in group asynchronous | 2 | 0.57 | data_out[7] | reset
min in group clk0 | 1 | 0.51 | data_out[4] | data_out[4]
## power by group through the flow
stage     sequential (W)  clock (W)  combinational [W]
6_report        0.000374   0.000233           0.000159
4_1_cts         0.000374   0.000240           0.000183
5_1_grt         0.000383   0.000264           0.000173
## metrics by stage
step	worst slack, ns	util, %	cells
floorplan	0.258	-	18
global placement	-0.269	17.5	84
detailed placement	-0.278	17.5	84
CTS	0.00218	18.0	90
global route	0.0112	17.1	88
finish	0.0546	17.1	88
## final cells by class
cell class	count	area, um2
Clock buffer	3	22.5
Fill cell	389	2830
Multi-Input combinational cell	8	120
Tap cell	46	57.6
Sequential cell	8	200
Timing Repair Buffer	22	181
Inverter	1	3.75
## layer usage
layer | global-route usage (%) | vias to the layer above | share of wire (%)
met4 | 1.58 | 0 | 4.7
met5 | 0 | - | 0
met3 | 0.909 | 2 | 7.4
met1 | 3.25 | 101 | 39
met2 | 4.41 | 9 | 48
li1 | - | 110 | -
## synth_stat cells
| cell type | number |
|---|---|
| mux2_4 | 8 |
| dfrtp_1 | 8 |
| inv_1 | 1 |
| buf_6 | 1 |
## cells by family (layout without fill, tap and decap cells)
logic type,Yosys count,after routing
DFF,8,8
muxes,8,8
buffers and inverters,2,26
## repair_timing
item | CTS | global route
gates resized | 22 | 3
setup endpoints to repair | 16 | 5
endpoints found under the hold margin | 0 | 0
buffers inserted | 3 | 0
Power figures rest on the tool's default switching activity, not on a simulated workload.
